[design.v]
module flopr #(parameter WIDTH = 8)
              (input                  clk, rst_n,
               input  [WIDTH-1:0]     d, 
               output reg [WIDTH-1:0] q);
  always @(posedge clk, negedge rst_n)
    if (!rst_n) q <= 0;
    else        q <= d;
endmodule
module flopenr #(parameter WIDTH = 8)
               (input                  clk, rst_n, en,
                input  [WIDTH-1:0]     d, 
                output reg [WIDTH-1:0] q);
    always @(posedge clk, negedge rst_n)
        if (!rst_n) q <= 0;
        else if (en) q <= d;
endmodule
module flopclr #(parameter WIDTH = 8)
                (input                  clk, rst_n, clr,
                 input  [WIDTH-1:0]     d, 
                 output reg [WIDTH-1:0] q);
  always @(posedge clk or negedge rst_n)
    if (!rst_n) q <= 0;
    else if (clr) q <= 0;
    else q <= d;
endmodule
module flopenclr #(parameter WIDTH = 8)
                  (input                  clk, rst_n, clr, en, 
                   input      [WIDTH-1:0] d, 
                   output reg [WIDTH-1:0] q);
  always @(posedge clk or negedge rst_n) begin
    if (!rst_n) 
        q <= 0;
    else if (en) begin       
        if (clr) q <= 0;     
        else     q <= d;     
    end
  end
endmodule
[run.sh]
#!/bin/bash
# OpenROAD 26Q1-2900-gdf79404cd8, Yosys 0.63+post, stock flow scripts
make -C /OpenROAD-flow-scripts/flow DESIGN_CONFIG=/design/flow/config.mk WORK_HOME=/design/flow/orfs finish
[config.mk]
export PLATFORM = sky130hd
export DESIGN_NAME = flopclr
export DESIGN_NICKNAME = flopclr
export VERILOG_FILES = /design/flow/design.v
export SDC_FILE = /design/flow/constraint.sdc
export NUM_CORES = 4
export LEC_CHECK = 1
export CORE_AREA = 10 10 70 70
export DIE_AREA = 0 0 80 80
[constraint.sdc]
current_design flopclr

set clk_period 1.0
set clk_io_pct 0.2

create_clock -name clk0 -period $clk_period [get_ports {clk}]

set non_clock_inputs [all_inputs -no_clocks]
set_input_delay [expr $clk_period * $clk_io_pct] -clock clk0 $non_clock_inputs
set_output_delay [expr $clk_period * $clk_io_pct] -clock clk0 [all_outputs]
==> out/metrics.yaml <==
drt:
  drt-total-wl_um: 802
  antennaDiodeCount: 0
  drc: 0
  vias: 195
  ant_nets: 0
  dr.pass1.iters: 2
  post_drt_wl_per_cell_um: 9.66
  viasPerCell: 2.35
  drtIter0Drc: 2
placement:
  placedCellCount: 80
  gp_congestion: 0.647
  placed_area_sq_um: 488
  portBuffers: 18
clock_network:
  cts.sinks: 8
  htreeDepth: 1
  cts_setup_buffers: 0
  cts_tree: "done"
  cts-root-buf: "clkbuf_4"
  cts_made_buffers: 3
  postCtsHoldBufs: 0
  path_clk_slew_ns: 0.05
  cts_buffer_depth: 2
worst_setup_path:
  worst-path-max-fanout: 1
  critPathTopFamily: "flip-flops"
  end_kind: "primary output"
  path_class: "reg -> out"
  max_stage_delay_ns: 0.35
  crit_required_ns: 0.80
  slowest_stage: "dfrtp_1"
  arrival_ns: 0.77
  crit_chain: "clkdlybuf4s15_1"
  crit_buf_inv: 1
  start_kind: "register"
yosys:
  ys_cells: 16
  ys_area_sq_um: 250
  yosysWarnings: 1
  yosysUniqueCellTypes: 2
  ys_seq_share_pct: 80.0
  synth_area_sq_um: 250
  avgSynthCellArea_sq_um: 15.6
  numSynthFlops: 8
  synthCells: 16
layout:
  final_cell_mix: "10 x clkdlybuf4s50_1, 8 x nor2b_1, 8 x dfrtp_1"
  largest_reg_flops: 8
  final_area_sq_um: 475
  final_cells: 83
  regMostFlops: "q"
  syn2layout_area_growth_pct: 90.0
  layout.cells.most_common: "clkdlybuf4s50_1"
  drive_gt1_share_pct: 27.0
  top_regs: "q: 8 flops"
sta:
  hold_viol: 0
  slew_headroom_pct: 77.3
  finalSetupViolCount: 0
  fmaxAchievable_mhz: 1030
  rsz0062_at_grt: "false"
  worst_slew_pin_slew_ns: 0.340
  finalCriticalPeriod_ns: 0.969
  slew_viol_final: 0
  holdWs_ns: 0.222
  finalCritPeriodShare_pct: 96.9
run_status:
  outcome: "finished clean"
die:
  core-area_sq_mm: 0.00342
  dieWidth_um: 80
  die_y_um: 80
  io_pins: 19
  die-area_sq_mm: 0.00640
  initCoreUtil_pct: 7.33
  placementRows: 21
pwr:
  peakVddDrop_mv: 0.176
  power_density_mw_per_mm2: 1370
  p_leak_uw: 0.000210
global_route:
  grt_max_degree: 9
  first_global_vias: 225
  grt_first_pass_wirelength_um: 1220
  grtUsageTotal_pct: 2.47
  antenna_found_initial: 0
  grt_overflow: 0
hold_path:
  hold_path_class: "in -> async"
run:
  tool_warnings: 25
  cap_violations: 0
path summary, 6_finish.rpt:
kind | start | endpoint | slack [ns] | depth (start not counted)
max | q[0]$_DFF_PN0_ | q[0] | 0.03 | 1
min | rst_n | q[4]$_DFF_PN0_ | 0.22 | 1
max in group asynchronous | rst_n | q[6]$_DFF_PN0_ | 0.53 | 1
min in group clk0 | d[0] | q[0]$_DFF_PN0_ | 0.50 | 2
per-layer routing:
metal	wire length (um)	global-route usage, %	up-vias
met5	0	0	-
met4	36	1.41	0
met3	55	0.568	4
met2	441	4.25	11
met1	270	2.71	90
li1	-	-	90
synthesized netlist by cell type, drive strengths merged:
cell	n	area share [%]
nor2b	8	20
dfrtp	8	80
timing repair:
| item | 4_1_cts | 5_1_grt |
|---|---|---|
| setup endpoints to repair | 8 | 4 |
| gates resized | 19 | 4 |
| pin swaps | 0 | 0 |
power breakdown:
group          switching, uW  total (uW)  internal [uW]
registers               4.45         345            341
logic                   20.9        74.1           53.2
clock network           96.3         233            136
area by class of cell:
class | count | area, sq um
Timing Repair Buffer | 18 | 145
Sequential cell | 8 | 200
Clock buffer | 3 | 22.5
Tap cell | 46 | 57.6
Fill cell | 396 | 2940
Multi-Input combinational cell | 8 | 50.0
cell families after synthesis:
logic type | after synthesis | synth area share, %
flip-flops | 8 | 80.0
AND/OR/NAND/NOR | 8 | 20.0
metrics by stage:
stage	setup slack, ns	total power, uW	TNS (ns)	utilization (%)
3_5_place_dp	-0.0425	443	-0.301	14.3
4_1_cts	0.000480	671	0	14.5
3_3_place_gp	-0.00454	442	-0.0104	14.3
2_1_floorplan	0.488	356	0	-
6_report	0.0313	652	0	13.9
5_1_grt	0.00173	690	0	13.9
Power and IR drop assume default switching activity.
