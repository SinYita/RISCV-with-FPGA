--- flow/run.sh ---
#!/bin/bash
# OpenROAD 26Q1-2900-gdf79404cd8, Yosys 0.63+post, stock flow scripts
make -C /OpenROAD-flow-scripts/flow DESIGN_CONFIG=/design/flow/config.mk WORK_HOME=/design/flow/orfs finish
--- flow/constraint.sdc ---
current_design rv_single_axi

set clk_period 26.3
set clk_io_pct 0.2

create_clock -name clk0 -period $clk_period [get_ports {clk}]

set non_clock_inputs [all_inputs -no_clocks]
set_input_delay [expr $clk_period * $clk_io_pct] -clock clk0 $non_clock_inputs
set_output_delay [expr $clk_period * $clk_io_pct] -clock clk0 [all_outputs]
--- flow/config.mk ---
export PLATFORM = sky130hd
export DESIGN_NAME = rv_single_axi
export DESIGN_NICKNAME = rv_single_axi
export VERILOG_FILES = /design/flow/design.v
export SDC_FILE = /design/flow/constraint.sdc
export NUM_CORES = 4
export LEC_CHECK = 1
export CORE_UTILIZATION = 40
--- flow/design.v ---
module ALU(
    input  signed [31:0] A, B,
    input         [3:0]  alu_control,  
    output [31:0]        Result,
    output               Zero
);
   reg [31:0] res;
   always @(*) begin
      case (alu_control)
          4'b0100:         res = A + B;
          4'b0110:         res = A - B; 
          4'b1001:         res = A ^ B;
          4'b1000:          res = A | B;
          4'b0111:         res = A & B;
          4'b0001:      res = A << B[4:0]; 
          4'b0010:      res = A >> B[4:0];  
          4'b0011: res = $signed(A) >>> B[4:0];
          4'b1011: res = (A < B) ? 32'b1 : 32'b0;  
          4'b1010:        res = ($unsigned(A) < $unsigned(B)) ? 32'b1 : 32'b0; 
          4'b1100:      res = B; 
          4'b0000:        res = A;
          default:          res = A;
      endcase
   end 
   assign Result = res;
   assign Zero = (res == 32'b0);  
endmodule
module ALU_Decoder(
    input  [2:0] ALUOp,    
    input  [2:0] funct3,
    input  [6:0] funct7,
    output reg [3:0] alu_control
);
    always @* begin
        case (ALUOp)
            3'b000: alu_control = 4'b0100; 
            3'b001: begin
                case (funct3)
                    3'b000: alu_control = (funct7[5]) ? 4'b0110 : 4'b0100;
                    3'b100: alu_control = 4'b1001;
                    3'b110: alu_control = 4'b1000;
                    3'b111: alu_control = 4'b0111;
                    3'b001: alu_control = 4'b0001;
                    3'b101: alu_control = (funct7[5]) ? 4'b0011 : 4'b0010;
                    3'b010: alu_control = 4'b1011;
                    3'b011: alu_control = 4'b1010;
                    default: alu_control = 4'b0000;
                endcase
            end
            3'b010: begin
                case (funct3)
                    3'b000: alu_control = 4'b0100;
                    3'b100: alu_control = 4'b1001;
                    3'b110: alu_control = 4'b1000;
                    3'b111: alu_control = 4'b0111;
                    3'b001: alu_control = 4'b0001;
                    3'b101: alu_control = (funct7[5]) ? 4'b0011 : 4'b0010;
                    3'b010: alu_control = 4'b1011;
                    3'b011: alu_control = 4'b1010;
                    default: alu_control = 4'b0000;
                endcase
            end
            3'b011: alu_control = 4'b1100; 
            3'b100: alu_control = 4'b0110;  
            default: alu_control = 4'b0000;
        endcase
    end
endmodule
module Controller(
    input        Zero,          
    input [6:0]  Op,            
    input [2:0]  funct3,        
    input [6:0]  funct7,        
    output       rf_we,         
    output [2:0] sel_ext,       
    output       sel_alu_src_b, 
    output       dmem_we,       
    output [1:0] sel_result,    
    output       PCSrc,         
    output [3:0] alu_control    
);
    wire [2:0] ALUOp;  
    Op_Decoder main_decoder (
        .Zero(Zero), .Op(Op), .rf_we(rf_we), .sel_ext(sel_ext), .sel_alu_src_b(sel_alu_src_b),
        .dmem_we(dmem_we), .sel_result(sel_result), .PCSrc(PCSrc), .ALUOp(ALUOp)
    );
    ALU_Decoder alu_decoder (
        .ALUOp(ALUOp), .funct3(funct3), .funct7(funct7), .alu_control(alu_control) 
    );
endmodule
module Mux(in_1,in_2,sel,out);
    input[31:0] in_1,in_2;
    input sel;
    output [31:0] out;
    assign out = (~sel) ? in_1 : in_2;
endmodule
module NPC( PC, PCSrc, IMMEXT, NPC );   
   input  [31:0] PC;        
   input  PCSrc;    
   input  [31:0] IMMEXT;       
   output [31:0] NPC; 
   wire [31:0] PCPLUS4;
   wire [31:0] PCIMM;
   assign PCPLUS4 = PC + 4;
   assign PCIMM   = PC + IMMEXT;
    assign NPC = (PCSrc == 1'b1) ? PCIMM : PCPLUS4;
endmodule
module Op_Decoder(
    input            Zero,
    input      [6:0] Op,
    output reg       rf_we,          
    output reg [2:0] sel_ext,        
    output reg       sel_alu_src_b,  
    output reg       dmem_we,        
    output reg [1:0] sel_result,     
    output reg       PCSrc,          
    output reg [2:0] ALUOp  
);
    always @* begin
        rf_we = 1'b0; sel_ext = 3'b000; sel_alu_src_b = 1'b0; dmem_we = 1'b0;
        sel_result = 2'b00; ALUOp = 3'b000; PCSrc = 1'b0;
        case (Op)
            7'b0000011: begin rf_we=1'b1; sel_ext=3'b000; sel_alu_src_b=1'b1; dmem_we=1'b0; sel_result=2'b01; ALUOp=3'b000; PCSrc=1'b0; end
            7'b0100011: begin rf_we=1'b0; sel_ext=3'b001; sel_alu_src_b=1'b1; dmem_we=1'b1; sel_result=2'b00; ALUOp=3'b000; PCSrc=1'b0; end
            7'b0110011:begin rf_we=1'b1; sel_ext=3'b000; sel_alu_src_b=1'b0; dmem_we=1'b0; sel_result=2'b00; ALUOp=3'b001; PCSrc=1'b0; end
            7'b0010011:begin rf_we=1'b1; sel_ext=3'b000; sel_alu_src_b=1'b1; dmem_we=1'b0; sel_result=2'b00; ALUOp=3'b010; PCSrc=1'b0; end
            7'b1100011:begin rf_we=1'b0; sel_ext=3'b010; sel_alu_src_b=1'b0; dmem_we=1'b0; sel_result=2'b00; ALUOp=3'b100; PCSrc=Zero?1'b1:1'b0; end  
            7'b1101111:begin rf_we=1'b1; sel_ext=3'b100; sel_alu_src_b=1'b0; dmem_we=1'b0; sel_result=2'b10; ALUOp=3'b000; PCSrc=1'b1; end
            7'b0110111:begin rf_we=1'b1; sel_ext=3'b011; sel_alu_src_b=1'b1; dmem_we=1'b0; sel_result=2'b00; ALUOp=3'b011; PCSrc=1'b0; end
            default: ;
        endcase
    end
endmodule
module PC(clk, rst_n, en, NPC, PC_Current);
    input clk, rst_n, en;
    input [31:0] NPC;
    output reg [31:0] PC_Current;
    always @(posedge clk or negedge rst_n) begin
        if (!rst_n) PC_Current <= 32'h0000_0000;
        else if (en) PC_Current <= NPC;  
    end
endmodule
module Register_File(clk, rst_n, en, WE, WD, A1, A2, A3, RD1, RD2);
    input clk, rst_n, en, WE;
    input [4:0] A1, A2, A3;
    input [31:0] WD;
    output [31:0] RD1, RD2;
    reg [31:0] Register [31:0];
    integer i;
    always @(posedge clk or negedge rst_n) begin
        if (!rst_n) begin
            for(i = 0; i < 32; i = i + 1) Register[i] <= 32'd0;
        end else if (en && WE && A3 != 5'd0) begin  
            Register[A3] <= WD; 
        end
    end
    assign RD1 = (A1 == 5'd0) ? 32'd0 : Register[A1];
    assign RD2 = (A2 == 5'd0) ? 32'd0 : Register[A2];
endmodule
module Sign_Extend(Ins, sel_ext, ImmExt);
    input [2:0]  sel_ext;
    input [31:0] Ins;
    output reg [31:0] ImmExt;
    always@(*) begin
        case(sel_ext)
            3'b000: ImmExt = {{20{Ins[31]}}, Ins[31:20]};
            3'b001: ImmExt = {{20{Ins[31]}}, Ins[31:25], Ins[11:7]};
            3'b010: ImmExt = {{19{Ins[31]}}, Ins[31], Ins[7], Ins[30:25], Ins[11:8], 1'b0};
            3'b011: ImmExt = {Ins[31:12], 12'b0};
            3'b100: ImmExt = {{11{Ins[31]}}, Ins[31], Ins[19:12], Ins[20], Ins[30:21], 1'b0};
            default:   ImmExt = 32'b0;
        endcase
    end
endmodule
module rv_single_axi(
    (* X_INTERFACE_INFO = "xilinx.com:signal:clock:1.0 clk CLK" *)
    (* X_INTERFACE_PARAMETER = "ASSOCIATED_BUSIF m_inst_axi:m_data_axi, ASSOCIATED_RESET rst_n" *)
    input  wire        clk,
    (* X_INTERFACE_INFO = "xilinx.com:signal:reset:1.0 rst_n RST" *)
    (* X_INTERFACE_PARAMETER = "POLARITY ACTIVE_LOW" *)
    input  wire        rst_n,
    output wire [31:0] m_inst_axi_araddr, output wire m_inst_axi_arvalid, input wire m_inst_axi_arready,
    input  wire [31:0] m_inst_axi_rdata, input wire [1:0] m_inst_axi_rresp, input wire m_inst_axi_rvalid,
    output wire        m_inst_axi_rready, output wire [2:0] m_inst_axi_arprot,
    output wire [31:0] m_data_axi_awaddr, output wire m_data_axi_awvalid, input wire m_data_axi_awready,
    output wire [31:0] m_data_axi_wdata, output wire [3:0] m_data_axi_wstrb, output wire m_data_axi_wvalid,
    input  wire        m_data_axi_wready, input wire [1:0] m_data_axi_bresp, input wire m_data_axi_bvalid,
    output wire        m_data_axi_bready, output wire [31:0] m_data_axi_araddr, output wire m_data_axi_arvalid,
    input  wire        m_data_axi_arready, input wire [31:0] m_data_axi_rdata, input wire [1:0] m_data_axi_rresp,
    input  wire        m_data_axi_rvalid, output wire m_data_axi_rready, output wire [2:0] m_data_axi_arprot, output wire [2:0] m_data_axi_awprot,
    output reg         done
);
    wire [31:0] PC_Current, PC_Next, Instr;
    wire [31:0] RD1, RD2, WD3, Imm_Ext, ALU_Out, SrcB, Mem_Data;
    wire RegWrite, MemWrite, ALUSrcB, PCSrc, Zero;
    wire [2:0] sel_ext; wire [1:0] sel_wb; wire [3:0] alu_ctrl;
    wire cpu_en;
    localparam IF_REQ = 2'd0, IF_WAIT = 2'd1, IF_DONE = 2'd2;
    reg [1:0] if_state; reg [31:0] inst_latch;
    always @(posedge clk or negedge rst_n) begin
        if (!rst_n) begin
            if_state <= IF_REQ; inst_latch <= 32'h00000013;
        end else begin
            case (if_state)
                IF_REQ:  if (m_inst_axi_arready) if_state <= IF_WAIT;
                IF_WAIT: if (m_inst_axi_rvalid) begin inst_latch <= m_inst_axi_rdata; if_state <= IF_DONE; end
                IF_DONE: if (cpu_en) if_state <= IF_REQ;
            endcase
        end
    end
    assign m_inst_axi_arvalid = rst_n && (if_state == IF_REQ);
    assign m_inst_axi_araddr  = PC_Current + 32'h4000_0000;
    assign m_inst_axi_arprot  = 3'b000;
    assign m_inst_axi_rready  = rst_n && (if_state == IF_WAIT);
    wire inst_waiting = (if_state != IF_DONE);
    assign Instr = (if_state == IF_DONE) ? inst_latch : 32'h00000013;
    wire is_load = (sel_wb == 2'b01), is_store = MemWrite;
    wire mem_req = (if_state == IF_DONE) && (is_load || is_store);  
    localparam MEM_IDLE = 3'd0, MEM_WADDR = 3'd1, MEM_WDATA = 3'd2, MEM_WRESP = 3'd3, MEM_RADDR = 3'd4, MEM_RDATA = 3'd5, MEM_DONE = 3'd6;
    reg [2:0] mem_state; reg [31:0] data_latch;
    always @(posedge clk or negedge rst_n) begin
        if (!rst_n) begin
            mem_state <= MEM_IDLE; data_latch <= 32'd0;
        end else begin
            case (mem_state)
                MEM_IDLE:  if (mem_req) mem_state <= is_store ? MEM_WADDR : MEM_RADDR;
                MEM_WADDR: if (m_data_axi_awready) mem_state <= MEM_WDATA;
                MEM_WDATA: if (m_data_axi_wready)  mem_state <= MEM_WRESP;
                MEM_WRESP: if (m_data_axi_bvalid)  mem_state <= MEM_DONE;
                MEM_RADDR: if (m_data_axi_arready) mem_state <= MEM_RDATA;
                MEM_RDATA: if (m_data_axi_rvalid) begin data_latch <= m_data_axi_rdata; mem_state <= MEM_DONE; end
                MEM_DONE:  if (cpu_en) mem_state <= MEM_IDLE;
            endcase
        end
    end
    assign m_data_axi_awvalid = rst_n && (mem_state == MEM_WADDR);
    assign m_data_axi_awaddr  = ALU_Out;
    assign m_data_axi_awprot  = 3'b000;
    assign m_data_axi_wvalid  = rst_n && (mem_state == MEM_WDATA);
    assign m_data_axi_wdata   = RD2;
    assign m_data_axi_wstrb   = 4'b1111;
    assign m_data_axi_bready  = rst_n && (mem_state == MEM_WRESP);
    assign m_data_axi_arvalid = rst_n && (mem_state == MEM_RADDR);
    assign m_data_axi_araddr  = ALU_Out;
    assign m_data_axi_arprot  = 3'b000;
    assign m_data_axi_rready  = rst_n && (mem_state == MEM_RDATA);
    wire data_waiting = mem_req && (mem_state != MEM_DONE);
    assign Mem_Data = (mem_state == MEM_DONE) ? data_latch : 32'd0;
    assign cpu_en = !(inst_waiting || data_waiting);
    always @(posedge clk or negedge rst_n) begin
        if (!rst_n) done <= 1'b0;
        else if (mem_state == MEM_WRESP && m_data_axi_bvalid) begin
            if (ALU_Out == 32'h42001FFC && RD2 == 32'hDEADBEEF) done <= 1'b1;
        end
    end
    PC pc_inst(.clk(clk), .rst_n(rst_n), .en(cpu_en), .NPC(PC_Next), .PC_Current(PC_Current));
    NPC npc_inst(.PC(PC_Current), .PCSrc(PCSrc), .IMMEXT(Imm_Ext), .NPC(PC_Next));
    Register_File regfile_inst(.clk(clk), .rst_n(rst_n), .en(cpu_en), .WE(RegWrite), .A1(Instr[19:15]), .A2(Instr[24:20]), .A3(Instr[11:7]), .WD(WD3), .RD1(RD1), .RD2(RD2));
    Sign_Extend ext_inst(.Ins(Instr), .sel_ext(sel_ext), .ImmExt(Imm_Ext));
    Mux alu_src_mux(.in_1(RD2), .in_2(Imm_Ext), .sel(ALUSrcB), .out(SrcB));
    ALU alu_inst(.A(RD1), .B(SrcB), .alu_control(alu_ctrl), .Result(ALU_Out), .Zero(Zero));
    Controller controller_inst(.Op(Instr[6:0]), .funct3(Instr[14:12]), .funct7(Instr[31:25]), .Zero(Zero), .rf_we(RegWrite), .sel_ext(sel_ext), .sel_alu_src_b(ALUSrcB), .dmem_we(MemWrite), .sel_result(sel_wb), .PCSrc(PCSrc), .alu_control(alu_ctrl));
    assign WD3 = (sel_wb == 2'b00) ? ALU_Out :
                 (sel_wb == 2'b01) ? Mem_Data :
                 (sel_wb == 2'b10) ? (PC_Current + 4) : ALU_Out;
endmodule
==> Slide: Implementation Results <==
Key Metrics from the Run

Worst setup path
  – Worst R2R Path Depth: 32
  – FF-to-FF End: pc_inst.PC_Current[0]$_DFFE_PN0P_
  – Worst path arrival time: 10.57 ns
  – Reg2reg start: inst_latch[22]$_DFFE_PN0P_
  – Critical Path Sink Type: output port
  – Kind of critical path: flip-flop to output port
  – Crit Path Max Fanout: 18
  – Req. time, crit path: 21.04 ns
  – Startpoint Class: flip-flop
  – R2r setup slk: 15.04 ns

Worst hold path
  – HP Start: regfile_inst.Register[13][13]$_DFFE_PN0P_
  – Hold EP: regfile_inst.Register[13][13]$_DFFE_PN0P_
  – Min-delay worst type: flip-flop to flip-flop
  – Hold path cells: 2

Floorplan
  – Starting Density: 40.4%
  – Die Wd: 414 µm
  – Core ar.: 0.168 mm²
  – Num rows: 150
  – Die Ht: 414 µm
  – Chip area: 0.171 mm²
  – Total I/O pin count: 228

Drt
  – DR pass1 iterations: 9
  – Post-Route WL: 393 mm
  – Vias: 73.5k
  – Wire length per cell: 37.4 µm
  – Iter 0 DRT Violations: 9949
  – # DRC: 0
  – Vias per inst: 7.00
  – Antenna-violating nets left: 0

Placement
  – I/O Buffers: 208
  – DPL Wire Length: 258 mm
  – Gp weighted congestion: 1.08
  – Pre-CTS setup slack: 11.90 ns

Global route
  – Overflow after GRT: 0
  – Vias in the first global route: 68.7k
  – First-pass GRT wire length: 544 mm
  – Largest net degree at the start of global routing: 120
  – Global Route Usage Sum: 47.1%
  – Antenna violations before repair: 34

Flow run
  – Log Warnings: 109
  – MaxCap Viol Count: 0

Synthesis
  – Yosys chip area: 0.0678 mm²
  – Post-synthesis sequential area ratio: 40.6%
  – Flip-flops with a built-in enable: 0
  – Mapped Area: 0.0678 mm²
  – Area leader, netlist: dfrtp_1
  – Cell variety after synth: 116
  – Main flop type: dfrtp_1
  – Yosys reg bits: 1099
  – Post-Synthesis Cells: 8251
  – Ys Warns: 8
  – # Cells Yosys: 8251
  – Top area cell types: dfrtp_1 40%, o21ai_0 8.8%, nand2_1 8.2%
  – Top-area cell share: 40.4%
  – Async SR Flop Fraction: 100%
  – Synth Area per Inst: 8.22 µm²

Cells and area
  – Commonest Layout Cell: nand2_1
  – Most instantiated logic cells after routing: 1441 x nand2_1, 1165 x o21ai_0, 1093 x dfrtp_1, 501 x and3_1, 438 x a22oi_1
  – Layout cells sized above 1: 10.8%
  – Syn-to-layout area delta: 13.8%

Final timing
  – Final setup margin: 10.47 ns
  – Final slew viol count: 0
  – Tmin final: 15.83 ns
  – F_max: 63.2 MHz
  – Final Hold Violation Tally: 0
  – Final setup viols: 0
  – Setup TNS: 0 ns
  – RSZ-0062 raised after global routing: no
  – Worst Tran Pin Value: 1.09 ns
  – Slew HR: 26.3%
  – Worst Skew: 0.0416 ns
  – Cycle use final: 60.2%

Power and ir drop
  – Pwr/cell area: 78.6 mW/mm²
  – Peak supply drop: 63.1 µV
  – Leak: 34.3 nW

CTS
  – CTS max path bufs: 3
  – Clock-pin slew on the worst setup and hold paths: 0.06 ns
  – Clk latency late pin: 0.81 ns
  – CTS Root Buffer Type: clkbuf_16
  – # Post-CTS Setup Buffers: 0
  – Post-CTS Hold Fix Bufs: 0
  – Post-cts sizing count: 0
  – CTS tree: built
  – Number of clock sinks: 1099
  – Clock H-tree levels: 3
  – TritonCTS buffer count: 121

Outcome
  – Status: complete, no violations
[stage by stage]
stage                     cells  instance area (µm²)  utilization [%]  hold WS [ns]  power [mW]
final                     10500                77200             46.0         0.493        6.07
after global routing      10500                77100             46.0         0.518        6.20
after CTS                 10400                77100             45.9         0.491        5.96
after detailed placement  10200                72800             43.4         0.477        4.12
after global placement    10200                72800             43.4         0.468        4.12
after floorplan            8262                67900                -         0.417        3.10
[worst max-delay path by stage]
| stage | cells after the start | from | to | slack (ns) |
|---|---|---|---|---|
| finish | 24 | inst_latch[22]$_DFFE_PN0P_ | m_data_axi_araddr[22] | 10.47 |
| CTS | 22 | inst_latch[22]$_DFFE_PN0P_ | m_data_axi_awaddr[21] | 10.99 |
| global route | 22 | inst_latch[22]$_DFFE_PN0P_ | m_data_axi_awaddr[21] | 10.37 |
[Yosys cell counts (32+ instances only)]
cell type / number
nand2_1: 1473
o21ai_0: 1195
dfrtp_1: 1094
clkbuf_1: 596
and3_1: 501
a22oi_1: 438
nand3_1: 393
nor2_1: 268
a21oi_1: 215
a2111oi_0: 138
ha_1: 131
inv_1: 130
nand4_1: 128
nor3_1: 118
buf_4: 89
buf_2: 83
a221oi_1: 74
mux2_2: 66
o211ai_1: 54
o22ai_1: 53
buf_1: 51
xnor2_1: 48
a31oi_1: 43
nor4_1: 42
a21o_1: 40
a222oi_1: 39
and2_1: 38
a211oi_1: 36
mux2i_1: 32
[where the power goes]
part | switching (mW) | internal (mW)
registers | 0.158 | 1.83
clock network | 0.762 | 1.09
logic | 1.62 | 0.613
total | 2.54 | 3.53
[layer usage]
metal  GRT usage, %  vias to the layer above  part of all wire [%]
met5           4.92                        -                  0.29
met4           31.6                       47                   8.8
met3           27.2                     1940                    16
met2           61.7                     6037                    40
met1           58.2                    35400                    35
li1               -                    30100                     -
[logic make-up (layout without fill, tap and decap cells)]
logic type	after synthesis	after routing	share of synthesized area [%]
other cells	2	62	0.0111
flops	1099	1099	40.6
simple gates	3179	3179	22.5
buf+inv	970	952	6.18
compound gates	2702	2702	25.8
mux	99	99	1.58
xor+xnor	66	66	0.852
fa+ha+maj	134	134	2.51
[critical path: stages (launching register included)]
cell and delay, ns:
dfrtp_1 0.78, buf_4 0.37, nand4b_1 0.50, nor2_4 0.96, buf_4 0.65, a22oi_1 0.18, nand2_1 0.11, nor3_1 0.06
a21oi_1 0.15, buf_4 0.29, nand2_1 0.08, nand2_1 0.23, ha_1 0.41, nor4_1 0.85, nand2_1 0.15, a211oi_1 0.58
a211oi_1 0.11, buf_4 0.22, a2111oi_0 0.82, nor2_1 0.15, a21oi_1 0.24, o221a_2 0.28, o211a_1 0.23, nand4b_1 0.67
clkdlybuf4s50_1 0.62
[flip-flops by register name, summed over array words and instances (netlist names)]
register,flops
if_state,3
mem_state,7
data_latch,32
inst_latch,32
pc_inst.PC_Current,32
done,1
regfile_inst.Register,992
[layout make-up]
cell class	count	area [µm²]
sequential	1099	27500
timing repair buffer	595	5050
multi-input combinational	6193	37000
clock buffer	176	3560
antenna	49	123
clock inverter	46	706
fill	16100	90600
inverter	135	507
tap	2204	2760
No activity file was given, so power comes from the tool's default toggle rates.
